## run.sh

```bash
#!/bin/bash
# OpenROAD 26Q1-2900-gdf79404cd8, Yosys 0.63+post, stock flow scripts
make -C /OpenROAD-flow-scripts/flow DESIGN_CONFIG=/design/flow/config.mk WORK_HOME=/design/flow/orfs finish
```

## config.mk

```make
export PLATFORM = sky130hd
export DESIGN_NAME = binary_to_bcd_decoder
export DESIGN_NICKNAME = binary_to_bcd_decoder
export VERILOG_FILES = /design/flow/design.v
export SDC_FILE = /design/flow/constraint.sdc
export NUM_CORES = 4
export LEC_CHECK = 1
export CORE_AREA = 10 10 71 71
export DIE_AREA = 0 0 81 81
```

## constraint.sdc

```tcl
current_design binary_to_bcd_decoder

set clk_period 9.2
set clk_io_pct 0.2

create_clock -name clk0 -period $clk_period

set non_clock_inputs [all_inputs -no_clocks]
set_input_delay [expr $clk_period * $clk_io_pct] -clock clk0 $non_clock_inputs
set_output_delay [expr $clk_period * $clk_io_pct] -clock clk0 [all_outputs]
```

## design.v

```verilog
module binary_to_bcd_decoder ( 
    input [9:0] binary_input,    
    output reg [3:0] hundreds,   
    output reg [3:0] tens,       
    output reg [3:0] ones        
);
    reg [11:0] binary_input_12bits;   
    reg [23:0] shift_register;        
    integer i;
    always @(*) begin
        binary_input_12bits = {2'b00, binary_input};
        shift_register = {12'b0, binary_input_12bits};  
        for (i = 0; i < 12; i = i + 1) begin
            if (shift_register[23:20] >= 5)
                shift_register[23:20] = shift_register[23:20] + 3;
            if (shift_register[19:16] >= 5)
                shift_register[19:16] = shift_register[19:16] + 3;
            if (shift_register[15:12] >= 5)
                shift_register[15:12] = shift_register[15:12] + 3;
            shift_register = shift_register << 1;
        end
        hundreds = shift_register[23:20];
        tens = shift_register[19:16];
        ones = shift_register[15:12];
    end
endmodule
```

==> flow_summary.yaml <==
# flow metrics
final_timing:
  slew_viol_final: 0
  post-route-period-util_pct: 99.2
  hold_viol_final: 0
  fin_crit_ns: 9.12
  tns_ns: 0
  setup_viol: 0
  worstMarginPinSlew_ns: 0.678
  max_freq_ghz: 0.110
  relSlewSlack_pct: 54.7
  rsz0062_at_grt: "true"
floorplan:
  die_area_um2: 6560
  core_area_um2: 3630
  dieWidth_um: 81
  pin_count: 22
  initCoreUtil_pct: 54.4
  row_count: 22
  die_h_um: 81
drt:
  drc: 0
  ant_nets: 0
  antenna_cells: 0
  routed_via_density: 6.13
  dr.pass1.iters: 4
  wire_per_inst_um: 15.3
  drt-initial-drc-count: 238
  vias: 2656
  totalWireLength_mm: 6.62
global_routing:
  grt_overflow: 0
  grt_pass1_wl_mm: 11.0
  antenna_found_initial: 0
  grtUsageTotal_pct: 19.5
  grt_max_degree: 19
  grt_pass1_vias: 2519
cts:
  hold_buffers: 0
yosys:
  syn_inst: 280
  syn_avg_cell_area_um2: 7.06
  synth_seq_share_pct: 0
  netlist_area_um2: 1980
  ys_types: 81
  yosys_cells: 280
  yosysWarnings: 1
  ys_chip_area_um2: 1980
layout:
  instances_no_fill: 433
  lay_top_cells: "buf_4 (96), nor2_1 (26), nand2_1 (15), a21oi_1 (13)"
  final_util_pct: 86.9
  lay_top_count: "buf_4"
  flops: 0
  drive_above_1_share_pct: 46.2
  register_area_um2: 0
  clkbuf_count: 0
  area_growth_pct: 59.7
outcome:
  status: "completed"
place:
  dp_hpwl_mm: 4.56
  io_buffers: 20
  gp_congestion: 0.990
  place_inst: 419
setup_path:
  slowest_stage: "or3_1"
  crit_required_ns: 7.36
  max_stage_delay_ns: 0.38
  arrival_ns: 7.28
  worstSetupPathType: "primary input to output pin"
  crit_top_cell: "ha_4"
  crit_path_max_fanout: 3
  crit_start: "binary_input[8]"
  startpoint_type: "primary input"
  crit_path_end: "tens[1]"
  end_kind: "output pin"
power:
  max-vdd-ir-drop_mv: 0.208
  leakagePower_nw: 1.37
  p_total_mw: 0.812
  powerDensity_nw_per_um2: 257
job:
  warning_count: 39
  maxCapViolations: 0
min_path:
  holdCritPathClass: "primary input to output pin"
==> power by group <==
group / switching (mW) / internal, mW / leakage [nW]
combinational: 0.370 / 0.442 / 1.37
clock: 0 / 0 / 0
sequential: 0 / 0 / 0
total: 0.370 / 0.442 / 1.37
==> through the flow <==
stage	hold slack [ns]	area (um^2)	setup WS, ns
floorplan	3.75	2090	0.00296
global placement	3.68	2900	-0.687
detailed placement	3.68	2900	-0.826
CTS	3.68	3090	0.0168
global route	3.68	3160	-0.293
finish	3.68	3160	0.0769
==> critical path, delay by kind of cell <==
kind	cells	cell delay [ns]
adder cells (fa/ha/maj)	7	1.22
AND/OR/NAND/NOR	7	1.18
XOR/XNOR	1	0.16
buffers and inverters	7	0.53
AND-OR/OR-AND	13	2.34
==> area by class of cell <==
type	count	area, um^2
fillers	202	475
inverters	18	92.6
multi-input cells	248	2070
well taps	48	60.1
repair buffers	119	933
==> cell usage after synthesis (all sizes together), types with 6 or more instances <==
cell,instances,area (um^2)
a211oi,9,90.1
a21o,9,67.6
a21oi,18,97.6
a32oi,6,71.3
buf,6,51.3
clkbuf,8,30.0
ha,14,175
inv,17,63.8
nand2,17,63.8
nand3,11,60.1
nand4,9,56.3
nor2,29,111
nor3,8,45.0
o21ai,15,75.1
xnor2,10,106
==> timing repair <==
item                       4_1_cts  5_1_grt
resized                         41       38
setup endpoints to repair       11       11
hold endpoints to repair         0        0
pin swaps                       29       26
setup buffers                   15        2
==> how the worst min path moves through the flow <==
stage,start,endpoint,depth (start not counted)
5_1_grt,binary_input[0],ones[0],0
4_1_cts,binary_input[0],ones[0],0
6_report,binary_input[0],ones[0],0
==> metal layers <==
metal	track usage, %	share of wire, %	up-vias
met3	2.34	6.0	10
met2	33.1	46	95
met1	26.0	46	1244
met5	0	0	-
met4	3.81	1.6	0
li1	-	-	1307
==> logic make-up (layout without fill, tap and decap cells) <==
family	after synthesis	in the layout	synth area share (%)
compound gates	110	110	45.3
simple gates	104	104	27.3
buf+inv	32	137	7.53
fa+ha+maj	15	15	9.37
xor+xnor	13	13	7.41
mux	6	6	3.16
No activity file was given, so power comes from the tool's default toggle rates.
