<file path="design/flow/config.mk">
export PLATFORM = sky130hd
export DESIGN_NAME = BCD_to_Seven_Segment
export DESIGN_NICKNAME = BCD_to_Seven_Segment
export VERILOG_FILES = /design/flow/design.v
export SDC_FILE = /design/flow/constraint.sdc
export NUM_CORES = 4
export LEC_CHECK = 1
export CORE_AREA = 10 10 70 70
export DIE_AREA = 0 0 80 80
</file>
<file path="design/flow/constraint.sdc">
current_design BCD_to_Seven_Segment

set clk_period 1.4
set clk_io_pct 0.2

create_clock -name clk0 -period $clk_period

set non_clock_inputs [all_inputs -no_clocks]
set_input_delay [expr $clk_period * $clk_io_pct] -clock clk0 $non_clock_inputs
set_output_delay [expr $clk_period * $clk_io_pct] -clock clk0 [all_outputs]
</file>
<file path="design/flow/design.v">
module BCD_to_Seven_Segment( 
    input [3:0] hundreds,    
    input [3:0] tens,        
    input [3:0] ones,        
    output reg [6:0] seg_hundreds,  
    output reg [6:0] seg_tens,      
    output reg [6:0] seg_ones       
);
    always @(*) begin
        case (hundreds)
            4'b0000: seg_hundreds = 7'b1000000;  
            4'b0001: seg_hundreds = 7'b1111001;  
            4'b0010: seg_hundreds = 7'b0100100;  
            4'b0011: seg_hundreds = 7'b0110000;  
            4'b0100: seg_hundreds = 7'b0011001;  
            4'b0101: seg_hundreds = 7'b0010010;  
            4'b0110: seg_hundreds = 7'b0000010;  
            4'b0111: seg_hundreds = 7'b1111000;  
            4'b1000: seg_hundreds = 7'b0000000;  
            4'b1001: seg_hundreds = 7'b0010000;  
            default: seg_hundreds = 7'b1111111;  
        endcase
        case (tens)
            4'b0000: seg_tens = 7'b1000000;  
            4'b0001: seg_tens = 7'b1111001;  
            4'b0010: seg_tens = 7'b0100100;  
            4'b0011: seg_tens = 7'b0110000;  
            4'b0100: seg_tens = 7'b0011001;  
            4'b0101: seg_tens = 7'b0010010;  
            4'b0110: seg_tens = 7'b0000010;  
            4'b0111: seg_tens = 7'b1111000;  
            4'b1000: seg_tens = 7'b0000000;  
            4'b1001: seg_tens = 7'b0010000;  
            default: seg_tens = 7'b1111111;  
        endcase
        case (ones)
            4'b0000: seg_ones = 7'b1000000;  
            4'b0001: seg_ones = 7'b1111001;  
            4'b0010: seg_ones = 7'b0100100;  
            4'b0011: seg_ones = 7'b0110000;  
            4'b0100: seg_ones = 7'b0011001;  
            4'b0101: seg_ones = 7'b0010010;  
            4'b0110: seg_ones = 7'b0000010;  
            4'b0111: seg_ones = 7'b1111000;  
            4'b1000: seg_ones = 7'b0000000;  
            4'b1001: seg_ones = 7'b0010000;  
            default: seg_ones = 7'b1111111;  
        endcase
    end
endmodule
</file>
<file path="design/flow/run.sh">
#!/bin/bash
# OpenROAD 26Q1-2900-gdf79404cd8, Yosys 0.63+post, stock flow scripts
make -C /OpenROAD-flow-scripts/flow DESIGN_CONFIG=/design/flow/config.mk WORK_HOME=/design/flow/orfs finish
</file>
==> ci_impl_report.md <==
### Yosys + OpenROAD results

| Metric | Value |
|---|---|
| Peak supply drop | between 0.0001 and 0.00015 V |
| DRT Wirelength | roughly 2.2 mm |
| Synth warn | 1 |
| Overall track demand over capacity in global routing | 0.0647 |
| Starting Density | 0.172 |
| DRC violation count after routing | 0 |
| Setup repair after global routing missed its margin | true |
| Floorplan Core Area | 0.00342 sq mm |
| OpenROAD warning count | between 40 and 50 |
| Count of filler cells inserted in the layout | 317 |
| Number of global-route vias before repair | 802 |
| Int Pwr | 233 uW |
| Switching Power | 166 uW |
| Largest area contributor in the synthesized netlist | ha_1 |
| Remaining global-route overflow | 0 |
| Layout Area Growth over Synthesis | 145% |
| Post-route setup TNS | -220 ps |
| Area fraction of the dominant cell type after synthesis | 0.320 |
| # hold bufs at CTS | 0 |
| Final setup violation count | 5 |
| Leakage | 0.000669 uW |
| Vias after detailed routing | 861 |
| Post-detailed-route count of antenna-violating nets | 0 |
| Detailed placer's ending HPWL | 1.57 mm |
| Number of instances in the synthesized netlist | 94 |
| Post-synth cell types | 18 |
| Switching share of total power | 0.416 |
| Number of sequential storage elements | 0 |
| Post-Syn Area | 587 sq um |
| Total cell area reported by yosys after synthesis | 587 sq um |
| Number of primary I/O pins | 33 |
| Clock Power Share | 0 |
| Minimum clock period after layout | around 1500 ps |
| Wire length of the first global-routing pass | 3.63 mm |
| Final hold violation count | 0 |
| Min-delay worst type | in2out |
| Transition time at the pin with the least slew margin | 214 ps |
| FMAX | 685 MHz |
| Routed WL per cell | 10.6 um |
| Post-route clock period utilization | 1.04 |
| Cell area after placement | approximately 0.0011 sq mm |
| FF/Latch Area | 0 sq um |
| Floorplan die width | 80 um |
| Critical path arrival | approximately 1200 ps |
| Final worst slack | -59.4 ps |
| Crit path launch type | primary input |
| Maximum number of pins on one net before global-route repair | 12 |
| Number of antenna repair diodes | 0 |
| Most common cell in the netlist | nor2_1 |
| Violated checks | setup timing |
| Power density relative to cell area | between 200 and 300 mW/mm^2 |
| Top cells by area | ha_1, nor2_1, a21oi_1 |
| Gpl congestion | 0.823 |
| Worst hold margin | about 900 ps |
| Number of antenna violations at the first check in global routing | 0 |
| Largest driver fanout on the critical path | 4 |
| Std cell rows | 21 |
| Core occupancy in the finished layout | 0.422 |
| Critical path destination | seg_ones[3] |
| Outcome | finished, violations left |
| Quantity of I/O buffers inserted on ports | 33 |
| DR iter-0 viols | 24 |
| Count of TritonRoute iterations in the first routing pass | 6 |
| Post-synthesis sequential area ratio | 0 |
| Fraction of layout instances using a drive strength above 1 | 0.691 |
| Required time worst endpoint | 1120 ps |
| Die span in y | 80 um |
| Crit. End Element | output port |
| Top cells by count | nor2_1, ha_1, a21oi_1 |
| Avg Vias per Cell | 4.14 |
| Part of the power in combinational logic | 1.000 |
| Avg Inst Size Synth | 6.24 sq um |
| Max-capacitance violation count | 0 |
| Category of the most critical setup path | in2out |
| Cell area after layout | 0.00144 sq mm |
| Number of slew-limit violations in the final report | 0 |
| Number of cells in the yosys synthesis report | 94 |
| Clock buffers | 0 |
| Part of the total power dissipated in sequential elements | 0 |
| Die footprint | 0.00640 sq mm |
| Worst setup path start | ones[1] |
| Worst relative slew slack | 0.857 |
## per-layer routing
metal  GRT usage  wire length (um)  up-vias
met5           0                 0        -
met4           0                 0        0
met3      0.0148               128        0
met2       0.112              1080       17
met1      0.0844               987      388
li1            -                 -      456
## per-stage QoR
step / instances / total power, uW / setup WS [ps]
floorplan: 94 / 104 / 216
global route: 208 / 441 / -113
CTS: 206 / 366 / -69.5
global placement: 188 / 314 / -834
finish: 208 / 400 / -59.4
detailed placement: 188 / 311 / -823
## cell usage in the layout, fill, tap and decap left out, types with 5 or more instances in the layout
cell type	n
buf_4	31
buf_2	15
nor2_1	14
a21oi_2	9
buf_6	9
ha_4	8
nand2b_4	6
a21oi_1	6
clkbuf_2	6
inv_2	5
o21ai_1	5
buf_8	5
## cell families (layout without fill, tap and decap cells)
kind of cell               after synthesis  after routing  share of synthesized area
adders and majority gates               15             15                      0.320
buffers and inverters                   14             82                      0.104
AOI/OAI and AO/OA                       28             28                      0.260
and+or+nand+nor                         35             35                      0.279
muxes                                    2              2                     0.0362
## final cells by class
cell class / instances / area (sq um) / area share
inverters: 11 / 63.8 / 0.0443
multi-input cells: 80 / 759 / 0.527
well taps: 46 / 57.6 / 0.0400
repair buffers: 71 / 559 / 0.388
## worst max-delay path, cell delays in order
cell	delay, ps
buf_8	90
inv_8	40
ha_4	130
or2_1	210
a21oi_2	150
buf_4	130
a31oi_2	30
buf_2	120
## worst min path at each step
stage,end,depth (start not counted),start
after CTS,seg_ones[3],3,ones[2]
after global routing,seg_hundreds[1],4,hundreds[2]
final,seg_hundreds[1],4,hundreds[2]
## timing repair
action	4_1_cts	5_1_grt
buffers inserted	18	2
resized	154	37
endpoints found under the setup margin	21	17
pin swaps	25	11
## power by group through the flow
| stage | clock [uW] | sequential [uW] | combinational [uW] |
|---|---|---|---|
| final | 0 | 0 | 400 |
| after global routing | 0 | 0 | 441 |
| after CTS | 0 | 0 | 366 |
Power and IR drop assume default switching activity.
